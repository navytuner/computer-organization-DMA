--- design/flow/config.mk ---
export PLATFORM = sky130hd
export DESIGN_NAME = DMA
export DESIGN_NICKNAME = DMA
export VERILOG_FILES = /design/flow/design.v
export SDC_FILE = /design/flow/constraint.sdc
export NUM_CORES = 4
export LEC_CHECK = 1
export CORE_AREA = 10 10 99 99
export DIE_AREA = 0 0 109 109
--- design/flow/constraint.sdc ---
current_design DMA

set clk_period 2.2
set clk_io_pct 0.2

create_clock -name clk0 -period $clk_period [get_ports {CLK}]

set non_clock_inputs [all_inputs -no_clocks]
set_input_delay [expr $clk_period * $clk_io_pct] -clock clk0 $non_clock_inputs
set_output_delay [expr $clk_period * $clk_io_pct] -clock clk0 [all_outputs]
--- design/flow/design.v ---
module DMA (
    input CLK,  
    input BG,  
    input [4 * 16 - 1 : 0] edata,  
    input cmd,  
    output BR,  
    output WRITE,  
    output [16 - 1 : 0] addr,  
    output [4 * 16 - 1 : 0] data,  
    output reg [1:0] offset,  
    output reg interrupt  
    );
    wire [16-1:0] fixedAddr;
    assign fixedAddr = 16'h01f4;
    reg [3:0] dma_state;  
    reg previous_BG;  
    reg [16-1:0] dma_outputAddr;
    reg [64 - 1:0] dma_outputData;
    assign addr = (BG)? dma_outputAddr : 16'dz;
    assign data = (BG)? dma_outputData : 64'dz;
    assign WRITE = (BG && (dma_state == 4'd0 || dma_state == 4'd4 || dma_state == 4'd8))? 1'd1 : 1'dz;
    assign BR = cmd;
    always @(posedge CLK) begin
        previous_BG <= BG;
        if (BG) begin
            if (!previous_BG) dma_state <= 4'd0;
            else if (interrupt) dma_state <= 4'd12;
            else dma_state <= dma_state + 4'd1;
        end
        else dma_state <= 4'd12;
    end
    always @(posedge CLK) begin
        case(dma_state)
            4'd12 : begin
                offset <= 2'd0;
                interrupt <= 1'd0;
            end
            4'd3 : offset <= 2'd1;
            4'd7 : offset <= 2'd2;
            4'd11 : begin
                offset <= 2'd0;
                interrupt <= 1'd1;
            end
        endcase
    end
    always @(*) begin
        case (dma_state)
            4'd0 : begin
                dma_outputAddr <= fixedAddr;
                dma_outputData <= edata;
            end
            4'd4 : begin
                dma_outputAddr <= fixedAddr + 16'd4;
                dma_outputData <= edata;
            end
            4'd8 : begin
                dma_outputAddr <= fixedAddr + 16'd8;
                dma_outputData <= edata;
            end
        endcase
    end
endmodule
--- design/flow/run.sh ---
#!/bin/bash
# OpenROAD 26Q1-2900-gdf79404cd8, Yosys 0.63+post, stock flow scripts
make -C /OpenROAD-flow-scripts/flow DESIGN_CONFIG=/design/flow/config.mk WORK_HOME=/design/flow/orfs finish
==> CHANGELOG.md <==
## Implementation

- Initial DRC Count: 23
- Cell count after synthesis: 120
- Worst-path clk slew: 0.04 ns
- Maximum clock path buffer count: 2
- Number of unconstrained endpoints: 132
- Root Driver: clkbuf_8
- Most common cell in the synthesized netlist: dlxtn_1
- CP Data Arrival Time: 1.13 ns
- Fill count: 734
- Tally of OpenROAD warnings: 26
- Fin crit period: 1.57 ns
- Reg power frac: 0.425
- Layout cells sized above 1: 0.0353
- Latency at later pin: roughly 0.23 ns
- Post-CTS Setup Bufs: 0
- Row count: 32
- GPL Wtd Cong: just under 0.8
- First-pass GRT wire length: 6770 um
- Final setup margin: 0.628 ns
- Cell class contributing the biggest share of worst-path delay: buffers and inverters
- Distinct cells, synth: 24
- Initial antenna violation count: 0
- Vias in the first global route: 1154
- Largest net degree at the start of global routing: 50
- Final cell utilization of the core: 0.381
- Post-Place Worst Slack: 0.867 ns
- DRC: 0
- WL/cell: 14.7 um
- Setup crit start kind: flip-flop
- Via Count: 1228
- Crit path kind: flip-flop to output pin
- Final slew viol count: 0
- Antenna-violating nets left: 0
- Gr usage total: 0.0737
- CP Data Required Time: 1.76 ns
- TritonCTS clock tree: done
- Post-synth EDFFs: 3
- Synthesized area: roughly 1500 sq um
- Floorplan utilization: 0.194
- Buffers on Ports: approximately 130
- Most common reg cell: dlxtn_1
- Fraction of registers with async set or reset after synthesis: 0
- Peak supply drop: around 0.32 mV
- YS chip area: 1500 sq um
- Comb pwr share: 0.359
- Ports: 152
- Biggest area cells: dlxtn_1 (66%), buf_4 (8.0%), dfxtp_1 (6.7%)
- GR Overflow Total: 0
- Cell Chain, Critical Path: clkdlybuf4s50_1
- Sw frac: 0.185
- Die X: 109 um
- Cell Pwr Density: 283 nW/um^2
- Crit. End Element: output pin
- Setup TNS: 0 ns
- Buffers & Inverters on Critical Path: 1
- Yosys cell count: 120
- Die footprint: 11900 sq um
- Hold WS: approximately 0.48 ns
- Via/cell ratio: 3.44
- Status: finished, final reports clean
- Post-synth regs: 74
- Net Sw Power: 154 uW
- Register pins left without a clock: 66
- Final wirelength: 5260 um
- # setup viols final: 0
- Power, Total: 832 uW
- Vert. Die Dim: 109 um
- Skew final: 0.00394 ns
- CTS HTree Levels: 1
- CTS buffer count: 3
- Final Hold Fails: 0
- Synthesis-to-layout area growth: 96.2%
- Final period util: 0.714
- CP peak stage delay: 0.49 ns
- ANT cells: 0
- Core box area: 7730 sq um
- Highest-delay cell along the critical path: clkdlybuf4s50_1
- RSZ-0062 raised after global routing: false
- Cts hold-fix bufs: 0
- Drt pass-1 iters: 4
- CTS resizes: 0
- Dpl hpwl: 4680 um
- Clock power frac: 0.216
- Post-synth top cells: dlxtn_1 (66), buf_4 (16), dfxtp_1 (5), nand2_1 (5)
- Yosys warns: 4
- Post-synth top area cell: dlxtn_1
- Top-area cell share: 0.661
- Max Freq: about 640 MHz
- Mapped Avg Cell Area: 12.5 sq um
- Type of the most critical hold path: flip-flop to flip-flop
- Max cap viols: 0
- CP Max Fanout: 5
- Internal power: between 600 and 700 uW
- Leak: about 0.0013 uW
==> through the flow <==
step | instances | cell area [sq um]
global placement | 353 | 2900
CTS | 357 | 2940
detailed placement | 353 | 2900
global route | 357 | 2940
finish | 357 | 2940
floorplan | 133 | 1550
==> layer usage <==
layer / vias up / share of wire / track usage
met5: - / 0 / 0
met2: 86 / 0.46 / 0.130
met3: 2 / 0.13 / 0.0233
li1: 610 / - / -
met4: 0 / 0.0019 / 0.00377
met1: 530 / 0.41 / 0.0906
==> power groups by stage <==
stage                 Sequential (uW)  Clock, uW  Combinational, uW
after CTS                         355        186                309
after global routing              361        195                326
final                             354        180                299
==> worst register-to-register path: cells and delay by family, from the launching register on <==
kind,cells,cell delay [ns]
flip-flops,1,0.40
adder cells (fa/ha/maj),1,0.27
AND/OR/NAND/NOR,1,0.22
multiplexers,1,0.09
==> layout by cell type (no fill, tap or decap), types with 2 or more instances in the layout <==
cell type / count
nor2b_1: 2
nand2_1: 4
ha_1: 2
inv_1: 3
dlxtn_1: 66
clkdlybuf4s50_1: 134
dfxtp_1: 5
edfxtp_1: 3
clkbuf_8: 3
o21ai_0: 2
conb_1: 15
==> sequential cells by signal, indices dropped and copies added, names as in the netlist <==
name,cells
dma_outputAddr,2
dma_outputData,64
offset,2
interrupt,1
previous_BG,1
dma_state,4
==> kinds of logic after synthesis <==
kind of cell	count (synthesis)	share of synthesized area
and+or+nand+nor	14	0.0543
other	2	0.00501
latches	66	0.661
buffers and inverters	20	0.0952
AOI/OAI and AO/OA	5	0.0209
xor gates and xnor gates	1	0.00584
DFF	8	0.127
adders and majority gates	2	0.0167
muxes	2	0.0142
==> layout make-up <==
type | count | area (sq um) | share of cell area
clock buffers | 4 | 45.0 | 0.0153
inverters | 3 | 11.3 | 0.00383
multi-input cells | 39 | 226 | 0.0770
flip-flops and latches | 74 | 1180 | 0.402
well taps | 102 | 128 | 0.0434
repair buffers | 135 | 1350 | 0.459
==> path summary, 6_finish.rpt <==
path                                              start                      end  slack, ns  cells past startpoint
worst max register to register  dma_state[0]$_SDFF_PP0_      interrupt$_DFFE_PP_       0.92                      3
worst min-delay path                previous_BG$_DFF_P_  dma_state[0]$_SDFF_PP0_       0.48                      2
worst max-delay path                interrupt$_DFFE_PP_                interrupt       0.63                      1
worst min register to register      previous_BG$_DFF_P_  dma_state[0]$_SDFF_PP0_       0.48                      2
Power and IR drop assume default switching activity.
